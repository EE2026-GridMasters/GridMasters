[flow/design.v]
module ai_max(input clk, input [8:0] x, input [8:0] o, output [3:0] Move);
    reg [3:0] temp1, move;
    function [3:0] n_moves(input [8:0] x, input [8:0] o);
    begin
        n_moves = (x[0]+x[1]+x[2]+x[3]+x[4]+x[5]+x[6]+x[7]+x[8])+(o[0]+o[1]+o[2]+o[3]+o[4]+o[5]+o[6]+o[7]+o[8]);
    end
    endfunction
    function [3:0] get_empty_move(input [8:0] board);
    begin
        if(!board[0]) get_empty_move = 0;
        else if(!board[1]) get_empty_move = 1;
        else if(!board[2]) get_empty_move = 2;
        else if(!board[3]) get_empty_move = 3;
        else if(!board[4]) get_empty_move = 4;
        else if(!board[5]) get_empty_move = 5;
        else if(!board[6]) get_empty_move = 6;
        else if(!board[7]) get_empty_move = 7;
        else if(!board[8]) get_empty_move = 8;
        else get_empty_move = 9;
    end
    endfunction
    function [3:0] get_winning_move(input [8:0] o, input [8:0] x);
    begin
        if(!x[0] && !o[0] && x[1] && x[2]) get_winning_move = 0;
        else if(!x[1] && !o[1] && x[0] && x[2]) get_winning_move = 1;
        else if(!x[2] && !o[2] && x[0] && x[1]) get_winning_move = 2;
        else if(!x[3] && !o[3] && x[4] && x[5]) get_winning_move = 3;
        else if(!x[4] && !o[4] && x[3] && x[5]) get_winning_move = 4;
        else if(!x[5] && !o[5] && x[3] && x[4]) get_winning_move = 5;
        else if(!x[6] && !o[6] && x[7] && x[8]) get_winning_move = 6;
        else if(!x[7] && !o[7] && x[6] && x[8]) get_winning_move = 7;
        else if(!x[8] && !o[8] && x[6] && x[7]) get_winning_move = 8;
        else if(!x[0] && !o[0] && x[3] && x[6]) get_winning_move = 0;
        else if(!x[3] && !o[3] && x[0] && x[6]) get_winning_move = 3;
        else if(!x[6] && !o[6] && x[0] && x[3]) get_winning_move = 6;
        else if(!x[1] && !o[1] && x[4] && x[7]) get_winning_move = 1;
        else if(!x[4] && !o[4] && x[1] && x[7]) get_winning_move = 4;
        else if(!x[7] && !o[7] && x[1] && x[4]) get_winning_move = 7;
        else if(!x[2] && !o[2] && x[5] && x[8]) get_winning_move = 2;
        else if(!x[5] && !o[5] && x[2] && x[8]) get_winning_move = 5;
        else if(!x[8] && !o[8] && x[2] && x[5]) get_winning_move = 8;
        else if(!x[0] && !o[0] && x[4] && x[8]) get_winning_move = 0;
        else if(!x[4] && !o[4] && x[0] && x[8]) get_winning_move = 4;
        else if(!x[8] && !o[8] && x[0] && x[4]) get_winning_move = 8;
        else if(!x[2] && !o[2] && x[4] && x[6]) get_winning_move = 2;
        else if(!x[4] && !o[4] && x[2] && x[6]) get_winning_move = 4;
        else if(!x[6] && !o[6] && x[2] && x[4]) get_winning_move = 6;
        else get_winning_move = 9;
    end
    endfunction
    function [3:0] create_fork(input [8:0] o, input [8:0] x);
        reg [3:0] i, fork_count;
        reg [3:0] candidate;
        reg [3:0] sim_x, sim_o;
        begin
            candidate = 9;
            for(i = 0; i < 9; i = i + 1) begin
                if(!o[i] && !x[i]) begin
                    fork_count = 0;
                    if(i < 3) begin
                        sim_x = ((i==0 ? 1 : x[0]) + (i==1 ? 1 : x[1]) + (i==2 ? 1 : x[2]));
                        sim_o = (o[0] + o[1] + o[2]);
                        if((sim_x == 2) && (sim_o == 0))
                            fork_count = fork_count + 1;
                    end else if(i < 6) begin
                        sim_x = ((i==3 ? 1 : x[3]) + (i==4 ? 1 : x[4]) + (i==5 ? 1 : x[5]));
                        sim_o = (o[3] + o[4] + o[5]);
                        if((sim_x == 2) && (sim_o == 0))
                            fork_count = fork_count + 1;
                    end else begin
                        sim_x = ((i==6 ? 1 : x[6]) + (i==7 ? 1 : x[7]) + (i==8 ? 1 : x[8]));
                        sim_o = (o[6] + o[7] + o[8]);
                        if((sim_x == 2) && (sim_o == 0))
                            fork_count = fork_count + 1;
                    end
                    if(i % 3 == 0) begin
                        sim_x = ((i==0 ? 1 : x[0]) + (i==3 ? 1 : x[3]) + (i==6 ? 1 : x[6]));
                        sim_o = (o[0] + o[3] + o[6]);
                        if((sim_x == 2) && (sim_o == 0))
                            fork_count = fork_count + 1;
                    end else if(i % 3 == 1) begin
                        sim_x = ((i==1 ? 1 : x[1]) + (i==4 ? 1 : x[4]) + (i==7 ? 1 : x[7]));
                        sim_o = (o[1] + o[4] + o[7]);
                        if((sim_x == 2) && (sim_o == 0))
                            fork_count = fork_count + 1;
                    end else if(i % 3 == 2) begin
                        sim_x = ((i==2 ? 1 : x[2]) + (i==5 ? 1 : x[5]) + (i==8 ? 1 : x[8]));
                        sim_o = (o[2] + o[5] + o[8]);
                        if((sim_x == 2) && (sim_o == 0))
                            fork_count = fork_count + 1;
                    end
                    if((i == 0) || (i == 4) || (i == 8)) begin
                        sim_x = ((i==0 ? 1 : x[0]) + (i==4 ? 1 : x[4]) + (i==8 ? 1 : x[8]));
                        sim_o = (o[0] + o[4] + o[8]);
                        if((sim_x == 2) && (sim_o == 0))
                            fork_count = fork_count + 1;
                    end
                    if((i == 2) || (i == 4) || (i == 6)) begin
                        sim_x = ((i==2 ? 1 : x[2]) + (i==4 ? 1 : x[4]) + (i==6 ? 1 : x[6]));
                        sim_o = (o[2] + o[4] + o[6]);
                        if((sim_x == 2) && (sim_o == 0))
                            fork_count = fork_count + 1;
                    end
                    if(fork_count >= 2)
                        candidate = i;
                end
            end
            create_fork = candidate;
        end
    endfunction
    function [3:0] prevent_fork(input [8:0] x, input [8:0] o);
        reg [3:0] i, fork_count;
        begin
            for(i = 0; i < 9; i = i + 1) begin
                if(!o[i]) begin
                    fork_count = 0;
                    if(!x[3*(i/3)] && !x[3*(i/3)+1] && !x[3*(i/3)+2])
                        fork_count = fork_count + 1;
                    if(!x[i%3] && !x[i%3+3] && !x[i%3+6])
                        fork_count = fork_count + 1;
                    if((i==0)||(i==2)||(i==4)||(i==6)||(i==8)) begin
                        if(!x[0] && !x[4] && !x[8])
                            fork_count = fork_count + 1;
                        if(!x[2] && !x[4] && !x[6])
                            fork_count = fork_count + 1;
                    end
                    if(fork_count > 1)
                        prevent_fork = i;
                end
            end
            prevent_fork = 9;
        end
    endfunction
    always @(*) begin
        case(n_moves(x,o))
            0: move = 4;
            1: move = (x[4] | o[4]) ? 0 : 4;
            2: begin
                if(o[4] | x[4]) begin
                    if(((x|o) & 9'b111_000_111) != 9'b000_000_000) begin
                        move = 3;
                    end 
                    else move = 1;
                end
                else move = 4;
            end
            3,4,5,6,7: begin
                temp1 = get_winning_move(o,x);
                if(temp1 != 9)
                    move = temp1;
                else begin
                    temp1 = get_winning_move(x,o);
                    if(temp1 != 9)
                        move = temp1;
                    else begin
                        temp1 = create_fork(o,x);
                        if(temp1 != 9)
                            move = temp1;
                        else begin
                            temp1 = create_fork(x,o);
                            if(temp1 != 9)
                                move = temp1;
                            else
                                move = get_empty_move(x|o);
                        end
                    end
                end
            end
            8: move = get_empty_move(x|o);
            default: move = get_empty_move(x|o);
        endcase
    end
    assign Move = move;
endmodule
module ai_medium (input clk, input [8:0] x, input [8:0] o, output [3:0] Move);
    reg [3:0] temp1, move;
    function [3:0] n_moves(input [8:0] x, input [8:0] o);
    begin
        n_moves = (x[0]+x[1]+x[2]+x[3]+x[4]+x[5]+x[6]+x[7]+x[8])+(o[0]+o[1]+o[2]+o[3]+o[4]+o[5]+o[6]+o[7]+o[8]);
    end
    endfunction
    function [3:0] get_empty_move(input [8:0] board);
    begin
        if(!board[0]) get_empty_move = 0;
        else if(!board[1]) get_empty_move = 1;
        else if(!board[2]) get_empty_move = 2;
        else if(!board[3]) get_empty_move = 3;
        else if(!board[4]) get_empty_move = 4;
        else if(!board[5]) get_empty_move = 5;
        else if(!board[6]) get_empty_move = 6;
        else if(!board[7]) get_empty_move = 7;
        else if(!board[8]) get_empty_move = 8;
        else get_empty_move = 9;
    end
    endfunction
    function [3:0] get_winning_move(input [8:0] o, input [8:0] x);
    begin
        if(!x[0] && !o[0] && x[1] && x[2]) get_winning_move = 0;
        else if(!x[1] && !o[1] && x[0] && x[2]) get_winning_move = 1;
        else if(!x[2] && !o[2] && x[0] && x[1]) get_winning_move = 2;
        else if(!x[3] && !o[3] && x[4] && x[5]) get_winning_move = 3;
        else if(!x[4] && !o[4] && x[3] && x[5]) get_winning_move = 4;
        else if(!x[5] && !o[5] && x[3] && x[4]) get_winning_move = 5;
        else if(!x[6] && !o[6] && x[7] && x[8]) get_winning_move = 6;
        else if(!x[7] && !o[7] && x[6] && x[8]) get_winning_move = 7;
        else if(!x[8] && !o[8] && x[6] && x[7]) get_winning_move = 8;
        else if(!x[0] && !o[0] && x[3] && x[6]) get_winning_move = 0;
        else if(!x[3] && !o[3] && x[0] && x[6]) get_winning_move = 3;
        else if(!x[6] && !o[6] && x[0] && x[3]) get_winning_move = 6;
        else if(!x[1] && !o[1] && x[4] && x[7]) get_winning_move = 1;
        else if(!x[4] && !o[4] && x[1] && x[7]) get_winning_move = 4;
        else if(!x[7] && !o[7] && x[1] && x[4]) get_winning_move = 7;
        else if(!x[2] && !o[2] && x[5] && x[8]) get_winning_move = 2;
        else if(!x[5] && !o[5] && x[2] && x[8]) get_winning_move = 5;
        else if(!x[8] && !o[8] && x[2] && x[5]) get_winning_move = 8;
        else if(!x[0] && !o[0] && x[4] && x[8]) get_winning_move = 0;
        else if(!x[4] && !o[4] && x[0] && x[8]) get_winning_move = 4;
        else if(!x[8] && !o[8] && x[0] && x[4]) get_winning_move = 8;
        else if(!x[2] && !o[2] && x[4] && x[6]) get_winning_move = 2;
        else if(!x[4] && !o[4] && x[2] && x[6]) get_winning_move = 4;
        else if(!x[6] && !o[6] && x[2] && x[4]) get_winning_move = 6;
        else get_winning_move = 9;
    end
    endfunction
    always @(*) begin
        case(n_moves(x,o))
            0: move = 4;
            1: move = (x[4] | o[4]) ? 0 : 4;
            2: begin
                if(o[4] | x[4]) begin
                    if(((x|o)  & 9'b111_000_111) != 9'b000_000_000) begin
                        move = 3;
                    end 
                    else move = 1;
                end
                else move = 4;
            end
            3,4,5,6,7: begin
                temp1 = get_winning_move(o,x);
                if(temp1 != 9)
                    move = temp1;
                else begin
                    temp1 = get_winning_move(x,o);
                    if(temp1 != 9)
                        move = temp1;
                    else begin
                        move = get_empty_move(x|o);
                        end
                    end
                end
            8: move = get_empty_move(x|o);
            default: move = get_empty_move(x|o);
        endcase
    end
    assign Move = move;
endmodule
module ai_low (input clk, input [8:0] x, input [8:0] o, output [3:0] Move);
    reg [3:0] temp1, move;
    function [3:0] n_moves(input [8:0] x, input [8:0] o);
    begin
        n_moves = (x[0]+x[1]+x[2]+x[3]+x[4]+x[5]+x[6]+x[7]+x[8])+(o[0]+o[1]+o[2]+o[3]+o[4]+o[5]+o[6]+o[7]+o[8]);
    end
    endfunction
    function [3:0] get_empty_move(input [8:0] board);
    begin
        if(!board[0]) get_empty_move = 0;
        else if(!board[1]) get_empty_move = 1;
        else if(!board[2]) get_empty_move = 2;
        else if(!board[3]) get_empty_move = 3;
        else if(!board[4]) get_empty_move = 4;
        else if(!board[5]) get_empty_move = 5;
        else if(!board[6]) get_empty_move = 6;
        else if(!board[7]) get_empty_move = 7;
        else if(!board[8]) get_empty_move = 8;
        else get_empty_move = 9;
    end
    endfunction
    always @(posedge clk) begin
        case(n_moves(x,o))
            0: move = 4;
            default: move = get_empty_move(x|o);
        endcase
    end
    assign Move = move;
endmodule
module ai_intigrated(input clk, input start, input [17:0] board, input [1:0] level , input btnC, output  [17:0] out_board, output [8:0] mv);
reg[3:0] move, random_move = 0;
wire [3:0] medium_move, max_move;
wire med_done, max_done;
 wire [8:0] o = { board[16], board[14], board[12], board[10],
                    board[8], board[6], board[4], board[2], board[0] };
   wire [8:0] x = { board[17], board[15], board[13], board[11],
                    board[9], board[7], board[5], board[3], board[1] };
ai_level_medium med(clk, board,start, medium_move, med_done);
ai_level_max max(clk, board,start, max_move, max_done);
assign mv = move;
reg [17:0] board2;
function [3:0] get_empty_move(input [8:0] board);
    begin
        if(!board[0]) get_empty_move = 0;
        else if(!board[3]) get_empty_move = 3;
        else if(!board[6]) get_empty_move = 6;
        else if(!board[1]) get_empty_move = 1;
        else if(!board[4]) get_empty_move = 4;
        else if(!board[7]) get_empty_move = 7;
        else if(!board[2]) get_empty_move = 2;
        else if(!board[5]) get_empty_move = 5;
        else if(!board[8]) get_empty_move = 8;
        else get_empty_move = 9;
    end
    endfunction
always@(posedge clk) begin
       begin
       if(random_move > 7)
                   random_move = 0;
               else random_move = random_move + 1;
            case(level) 
                0: move = random_move;
                1: move = medium_move;
                2,3:  move = max_move;
            endcase
        end
        if((x|o) == 0)
            move = 4;
        board2 = board | (2'b10 << (move * 2));
    end
    assign out_board = board2;
    assign mv = move;
endmodule 
module ai_level_max (
    input clk,
    input [17:0] board,
    input think,
    output  [3:0] move,  
    output animate
);
    wire [8:0] o = { board[16], board[14], board[12], board[10],
                     board[8], board[6], board[4], board[2], board[0] };
    wire [8:0] x = { board[17], board[15], board[13], board[11],
                     board[9], board[7], board[5], board[3], board[1] };
    reg [1:0] state;
    localparam IDLE        = 2'd0,
               ANIMATE     = 2'd1,
               OUTPUT_MOVE = 2'd2;
    reg [31:0] counter;
    parameter TWO_SEC_COUNT = 200_000_000; 
    reg think_prev;
    wire [3:0] ai_move;
    ai_max max (
        .clk(clk),
        .x(x),
        .o(o),
        .Move(move)
    );
    assign animate = 1;
endmodule
module ai_level_medium (
    input clk,
    input [17:0] board,
    input think,
    output  [3:0] move,  
    output animate
);
    wire [8:0] o = { board[16], board[14], board[12], board[10],
                     board[8], board[6], board[4], board[2], board[0] };
    wire [8:0] x = { board[17], board[15], board[13], board[11],
                     board[9], board[7], board[5], board[3], board[1] };
    reg [1:0] state;
    localparam IDLE        = 2'd0,
               ANIMATE     = 2'd1,
               OUTPUT_MOVE = 2'd2;
    reg [31:0] counter;
    parameter TWO_SEC_COUNT = 200_000_000; 
    reg think_prev;
    wire [3:0] ai_move;
    ai_medium ai_inst (
        .clk(clk),
        .x(x),
        .o(o),
        .Move(move)
    );
    assign animate = 1;
endmodule
[flow/run.sh]
#!/bin/bash
# OpenROAD 26Q1-2900-gdf79404cd8, Yosys 0.63+post, stock flow scripts
make -C /OpenROAD-flow-scripts/flow DESIGN_CONFIG=/design/flow/config.mk WORK_HOME=/design/flow/orfs finish
[flow/config.mk]
export PLATFORM = sky130hd
export DESIGN_NAME = ai_intigrated
export DESIGN_NICKNAME = ai_intigrated
export VERILOG_FILES = /design/flow/design.v
export SDC_FILE = /design/flow/constraint.sdc
export NUM_CORES = 4
export LEC_CHECK = 1
export CORE_UTILIZATION = 30
[flow/constraint.sdc]
current_design ai_intigrated

set clk_period 7.8
set clk_io_pct 0.2

create_clock -name clk0 -period $clk_period [get_ports {clk}]

set non_clock_inputs [all_inputs -no_clocks]
set_input_delay [expr $clk_period * $clk_io_pct] -clock clk0 $non_clock_inputs
set_output_delay [expr $clk_period * $clk_io_pct] -clock clk0 [all_outputs]
==> out/summary.txt <==
Biggest cell delay along the critical path: 0.52 ns
Clk ins delay skew pair: 0.27 ns
Post-route core utilization: 0.3523
Tool warnings: 61
Clk root buf: clkbuf_16
Number of buffers on the longest clock path: 2
Post-cts resize count: 0
Signed area change from the synthesized netlist to the final layout: 13.57%
Worst path arrival time: 6.71 ns
Number of antenna repair diodes: 0
DRC: 0
Remaining antenna violation count after routing: 0
Total Routed Length: 16.67 mm
Global-route wire length before repair: 26.49 mm
Layout fillers: 1729
Die y size: 133.4 um
Final Non-Filler Cells: 886
Length of the first detailed-routing pass in iterations: 5
Static leakage: 2.562 nW
Kind of cell adding the most delay to the critical path: adder cells
Clock tree from TritonCTS: done
Total power draw: 1.107 mW
Normalized max-slew margin: 0.3788
Post-synth area from yosys stat: 0.005181 mm^2
Total global routing track utilization: 0.1958
Critical Setup Path Class: in -> reg
RSZ-0062 raised after global routing: false
Inserted Clock Buffers: 3
Total grt overflow: 0
Initial drt markers: 432
Critical Path End Type: register
Worst slack on hold paths: 0.4689 ns
Die outline width: 133.4 um
Path category of the worst min-delay check: reg -> reg
Sequential area share after synthesis: 0.1005
Cell at the slowest stage of the critical path: fa_1
Critical path fanouts, max: 16
Largest net degree at the start of global routing: 30
Routed vias: 5028
Number of standard cells after synthesis: 637
Routed WL per cell: 18.81 um
Final TNS setup: 0 ns
HPWL after DPL: 12.20 mm
Overall die area: 0.01780 mm^2
Highest clock frequency the design can meet: 153.8 MHz
P per Cell Area: 188.1 mW/mm^2
GPL Wtd Cong: 0.9491
Fraction of final layout cells with drive strength greater than 1: 0.09159
EDFF count, synth: 0
Final period util: 0.8338
Top-level port count: 50
Buffer and inverter count on the worst path: 5
Worst slew pin tran: 0.9217 ns
Post CTS Setup Buffer Count: 0
Average vias per placed instance: 5.675
Min cycle time layout: 6.504 ns
Init Core Util: 0.3102
Post-cts hold-fix buffer tally: 0
Average size of a mapped cell: 8.134 um^2
Ordered cell list for the critical path: clkdlybuf4s50_1, buf_4, fa_1, fa_1, fa_1, inv_1, fa_1, inv_1, ha_1, inv_1, fa_1, xnor2_1, a21oi_1, nor3_1, nand2_1, a211oi_1, a31o_1, a41o_1
Clock-pin slew reported for the worst setup and hold paths after clock tree synthesis: 0.06 ns
Synth Warn #: 3
Post-synthesis register bit count: 26
Run status: complete, no violations
Via count of the first global-routing pass: 4715
Crit path launch type: input pin
Crit path DRT: 8.01 ns
Core footprint: 0.01670 mm^2
Maximum level of the CTS H-tree: 1
Finish-stage setup viols: 0
Count of port buffers added during placement: 42
Final slew viol count: 0
Cell row count: 47
TritonCTS Sinks: 26
Final worst clock skew: 0.006647 ns
Post-synthesis cell area: 0.005181 mm^2
Critical path's most frequent cell: fa_1
Placed insts: 882
Final hold viol count: 0
Top_reg_cell synth: dfxtp_1
Number of cells in Yosys stat: 637
Proportion of register bits with asynchronous set or reset after synthesis: 0
Max-cap violations: 0
Worst VDD drop: 140.3 uV
Antenna violations before repair: 0
Netlist cell types: 86
==> metal layers <==
metal,part of all wire,wire [um],global-route usage,vias up
met5,0,0,0,-
met4,0.041,682,0.07197,0
met3,0.077,1284,0.01865,51
met2,0.45,7538,0.3084,251
met1,0.43,7159,0.2812,2351
li1,-,-,-,2375
==> stage by stage <==
step | area [um^2] | setup WS [ns]
after CTS | 5884 | 1.249
after global routing | 5884 | 0.9653
after detailed placement | 5779 | 1.002
final | 5884 | 1.296
after global placement | 5779 | 0.9977
after floorplan | 5196 | 2.069
==> flip-flops by register name, summed over array words and instances (netlist names) <==
name,flops
move,4
random_move,4
board2,18
==> worst reg2reg max path: stages (launching register included) <==
cell and delay (ns):
dfxtp_1 0.32, ha_1 0.28, nor2b_1 0.15, nand2_1 0.06, o21ai_0 0.09, a32oi_2 0.42
inv_2 0.16, o41ai_2 0.34
==> placed cells by master (no fill, tap or decap), types with 5 or more instances in the layout <==
cell type	n
inv_1	60
ha_1	60
nand2_1	47
clkdlybuf4s50_1	42
nor2_1	38
nand3_1	27
fa_1	26
dfxtp_1	26
xor2_1	21
o21ai_0	21
buf_4	20
xnor2_1	19
nor3_1	16
a31oi_1	16
and3_1	13
a21oi_1	13
nor3b_1	13
nor4bb_1	10
and2_1	8
or2_2	8
nand4_1	8
nor4_1	8
nand4bb_1	8
o31ai_1	6
o41ai_2	6
a22oi_1	6
o211ai_1	5
a31o_2	5
conb_1	5
==> worst paths after layout <==
path	cells past startpoint	endpoint	start	slack, ns
max	18	board2[3]	board[11]	1.30
min	1	random_move[0]	random_move[0]	0.47
max reg2reg	7	board2[1]	random_move[0]	5.90
min reg2reg	1	random_move[0]	random_move[0]	0.47
==> report_power, final <==
group          switching, mW  leakage, nW  internal, mW
Clock                 0.0496       0.0511         0.102
Sequential           0.00641        0.217         0.166
Combinational          0.456         2.29         0.326
Total                  0.512         2.56         0.595
==> Yosys cell counts (6+ instances only) <==
cell type   n  area (um^2)
dfxtp_1    26        520.5
nand2_1    47        176.4
and2_1      8        50.05
nor3b_1    13        97.59
buf_2      20        100.1
o41ai_2     6        97.59
inv_1      60        225.2
nor4bb_1   10        100.1
nor3_1     16        80.08
nor2_1     38        142.6
nand3_1    27        135.1
or2_2       8        50.05
a31oi_1    16        100.1
and3_1     13        81.33
xnor2_1    19        166.4
nand4bb_1   8        90.09
buf_4      10        75.07
a21oi_1    13        65.06
a22oi_1     6        45.04
fa_1       26        520.5
o31ai_1     6        45.04
nor4_1      8        50.05
o21ai_0    21        105.1
ha_1       60        750.7
nand4_1     8        50.05
xor2_1     21        183.9
==> cell families after synthesis <==
kind of cell,count (synthesis),share of synthesized area
AOI/OAI and AO/OA,146,0.2285
xor gates and xnor gates,40,0.06762
adders and majority gates,86,0.2454
buffers and inverters,103,0.09563
DFF,26,0.1005
muxes,2,0.003864
other,1,0.0007238
and+or+nand+nor,233,0.2579
==> cell type report <==
cell class | count | area (um^2) | area share
clock buffer | 3 | 75.07 | 0.01276
multi-input combinational | 512 | 4180 | 0.7104
clock inverter | 1 | 30.03 | 0.005103
inverter | 62 | 232.7 | 0.03955
sequential | 26 | 520.5 | 0.08845
timing repair buffer | 62 | 570.5 | 0.09696
tap | 220 | 275.3 | 0.04678
Power is estimated from default activity; no workload was simulated.
