===== config.mk =====
export PLATFORM = sky130hd
export DESIGN_NAME = display_grid
export DESIGN_NICKNAME = display_grid
export VERILOG_FILES = /design/flow/design.v
export SDC_FILE = /design/flow/constraint.sdc
export NUM_CORES = 4
export LEC_CHECK = 1
export CORE_UTILIZATION = 30

===== constraint.sdc =====
current_design display_grid

set clk_period 26.8
set clk_io_pct 0.2

create_clock -name clk0 -period $clk_period

set non_clock_inputs [all_inputs -no_clocks]
set_input_delay [expr $clk_period * $clk_io_pct] -clock clk0 $non_clock_inputs
set_output_delay [expr $clk_period * $clk_io_pct] -clock clk0 [all_outputs]

===== design.v =====
`timescale 1ns / 1ps
module display_grid(
    input [12:0] pixel_index,
    input [17:0] grid_data,
    output reg [15:0] oled_data
    );
    parameter BG_BLUE_HEX = 16'b0000000001000100;
    parameter LINE_PURPLE_HEX = 16'h50DC;
    parameter O_PINK_HEX = 16'hF899;
    parameter X_BLUE_HEX = 16'h177F;
    parameter BLACK_HEX = 16'h0000;
    parameter WHITE_HEX = 16'hFFFF;
    parameter SELECTING_HEX = 16'h39EB;
    parameter LINE_THICKNESS = 3;
    parameter BOX_WIDTH = 30;
    parameter BOX_HEIGHT = 19;
    parameter X0 = 0, X1 = 33, X2 = 66;
    parameter Y0 = 0, Y1 = 22, Y2 = 44;
    wire [6:0] x;
    wire [5:0] y;
    pixel_to_coordinates update_x_y (pixel_index, x, y);
    wire [15:0] draw_Os_output;
    wire [15:0] draw_Xs_output;
    wire [15:0] display_selection_output;
    draw_Os dispOs (x, y, grid_data, O_PINK_HEX, draw_Os_output);
    draw_Xs dispXs (x, y, grid_data, X_BLUE_HEX, draw_Xs_output);
    display_selection dispSelection (x, y, grid_data, SELECTING_HEX, display_selection_output);
    always @ (*) begin
        oled_data = BG_BLUE_HEX;
        if ((x >= X0 + BOX_WIDTH && x < X1) ||
            (x >= X1 + BOX_WIDTH && x < X2)) begin
            oled_data = LINE_PURPLE_HEX;
        end
        if ((y >= Y0 + BOX_HEIGHT && y < Y1) ||
            (y >= Y1 + BOX_HEIGHT && y < Y2)) begin
            oled_data = LINE_PURPLE_HEX;
        end
        if (draw_Os_output == O_PINK_HEX) begin
            oled_data = draw_Os_output;
        end
        if (draw_Xs_output == X_BLUE_HEX) begin
            oled_data = draw_Xs_output;
        end
        if (display_selection_output == SELECTING_HEX) begin
            oled_data = display_selection_output;
        end
    end
endmodule
`timescale 1ns / 1ps
module display_selection (
    input [6:0] x,       
    input [5:0] y,      
    input [17:0] grid_data,
    input [15:0] color_hex,
    output reg [15:0] oled_data
    );
    parameter BOX_WIDTH = 30;
    parameter BOX_HEIGHT = 19;    
    parameter X0 = 0, X1 = 33, X2 = 66;
    parameter Y0 = 0, Y1 = 22, Y2 = 44;
    always @ (*) begin
    oled_data = 16'h0000;  
        if (grid_data[1:0] == 2'b11) begin
            if (x >= X0 && x < X0 + BOX_WIDTH &&
                y >= Y0 && y < Y0 + BOX_HEIGHT) begin
                oled_data = color_hex;
            end
        end
        if (grid_data[3:2] == 2'b11) begin
            if (x >= X1 && x < X1 + BOX_WIDTH &&
                y >= Y0 && y < Y0 + BOX_HEIGHT) begin
                oled_data = color_hex;
            end
        end
        if (grid_data[5:4] == 2'b11) begin
            if (x >= X2 && x < X2 + BOX_WIDTH &&
                y >= Y0 && y < Y0 + BOX_HEIGHT) begin
                oled_data = color_hex;
            end
        end
        if (grid_data[7:6] == 2'b11) begin
            if (x >= X0 && x < X0 + BOX_WIDTH &&
                y >= Y1 && y < Y1 + BOX_HEIGHT) begin
                oled_data = color_hex;
            end
        end
         if (grid_data[9:8] == 2'b11) begin
            if (x >= X1 && x < X1 + BOX_WIDTH &&
                y >= Y1 && y < Y1 + BOX_HEIGHT) begin
                oled_data = color_hex;
            end
        end
        if (grid_data[11:10] == 2'b11) begin
            if (x >= X2 && x < X2 + BOX_WIDTH &&
                y >= Y1 && y < Y1 + BOX_HEIGHT) begin
                oled_data = color_hex;
            end
        end       
        if (grid_data[13:12] == 2'b11) begin
            if (x >= X0 && x < X0 + BOX_WIDTH &&
                y >= Y2 && y < Y2 + BOX_HEIGHT) begin
                oled_data = color_hex;
            end
        end
        if (grid_data[15:14] == 2'b11) begin
            if (x >= X1 && x < X1 + BOX_WIDTH &&
                y >= Y2 && y < Y2 + BOX_HEIGHT) begin
                oled_data = color_hex;
            end
        end
        if (grid_data[17:16] == 2'b11) begin
            if (x >= X2 && x < X2 + BOX_WIDTH &&
                y >= Y2 && y < Y2 + BOX_HEIGHT) begin
                oled_data = color_hex;
            end
        end 
    end
endmodule
`timescale 1ns / 1ps
module draw_Os(
    input [6:0] x,       
    input [5:0] y,      
    input [17:0] grid_data,
    input [15:0] color_hex,
    output reg [15:0] oled_data
    );
    parameter BOX0_X = 15, BOX0_Y = 9;
    parameter BOX1_X = 48, BOX1_Y = 9;
    parameter BOX2_X = 81, BOX2_Y = 9;
    parameter BOX3_X = 15, BOX3_Y = 31; 
    parameter BOX4_X = 48, BOX4_Y = 31;
    parameter BOX5_X = 81, BOX5_Y = 31;
    parameter BOX6_X = 15, BOX6_Y = 53;
    parameter BOX7_X = 48, BOX7_Y = 53;
    parameter BOX8_X = 81, BOX8_Y = 53;
    parameter OUTER_D = 15, INNER_D = 9;
    parameter OUTER_SQ = (OUTER_D / 2) * (OUTER_D / 2);
    parameter INNER_SQ = (INNER_D / 2) * (INNER_D / 2);
    reg signed [15:0] signed_x;
    reg signed [15:0] signed_y;
    reg [15:0] dist_sq;    
    always @ (*) begin
        oled_data = 16'h0000;  
        if (grid_data[1:0] == 2'b10) begin
            signed_x = x - BOX0_X;
            signed_y = y - BOX0_Y; 
            dist_sq = signed_x * signed_x + signed_y * signed_y;
            if ((dist_sq >= INNER_SQ) && (dist_sq <= OUTER_SQ)) begin
                oled_data = color_hex;
            end               
        end
        if (grid_data[3:2] == 2'b10) begin
            signed_x = x - BOX1_X;
            signed_y = y - BOX1_Y;
            dist_sq = signed_x * signed_x + signed_y * signed_y;
            if ((dist_sq >= INNER_SQ) && (dist_sq <= OUTER_SQ)) begin
                oled_data = color_hex;
            end             
        end 
        if (grid_data[5:4] == 2'b10) begin
            signed_x = x - BOX2_X;
            signed_y = y - BOX2_Y;
            dist_sq = signed_x * signed_x + signed_y * signed_y;
            if ((dist_sq >= INNER_SQ) && (dist_sq <= OUTER_SQ)) begin
                oled_data = color_hex;
            end             
        end
        if (grid_data[7:6] == 2'b10) begin
            signed_x = x - BOX3_X;
            signed_y = y - BOX3_Y;
            dist_sq = signed_x * signed_x + signed_y * signed_y;
            if ((dist_sq >= INNER_SQ) && (dist_sq <= OUTER_SQ)) begin
                oled_data = color_hex;
            end             
        end
        if (grid_data[9:8] == 2'b10) begin
            signed_x = x - BOX4_X;
            signed_y = y - BOX4_Y;
            dist_sq = signed_x * signed_x + signed_y * signed_y;
            if ((dist_sq >= INNER_SQ) && (dist_sq <= OUTER_SQ)) begin
                oled_data = color_hex;
            end             
        end 
        if (grid_data[11:10] == 2'b10) begin
            signed_x = x - BOX5_X;
            signed_y = y - BOX5_Y;
            dist_sq = signed_x * signed_x + signed_y * signed_y;
            if ((dist_sq >= INNER_SQ) && (dist_sq <= OUTER_SQ)) begin
                oled_data = color_hex;
            end             
        end 
        if (grid_data[13:12] == 2'b10) begin
            signed_x = x - BOX6_X;
            signed_y = y - BOX6_Y;
            dist_sq = signed_x * signed_x + signed_y * signed_y;
            if ((dist_sq >= INNER_SQ) && (dist_sq <= OUTER_SQ)) begin
                oled_data = color_hex;
            end             
        end 
        if (grid_data[15:14] == 2'b10) begin
            signed_x = x - BOX7_X;
            signed_y = y - BOX7_Y;
            dist_sq = signed_x * signed_x + signed_y * signed_y;
            if ((dist_sq >= INNER_SQ) && (dist_sq <= OUTER_SQ)) begin
                oled_data = color_hex;
            end             
        end                   
        if (grid_data[17:16] == 2'b10) begin
            signed_x = x - BOX8_X;
            signed_y = y - BOX8_Y;
            dist_sq = signed_x * signed_x + signed_y * signed_y;
            if ((dist_sq >= INNER_SQ) && (dist_sq <= OUTER_SQ)) begin
                oled_data = color_hex;
            end             
        end                         
    end
endmodule
`timescale 1ns / 1ps
module draw_Xs(
    input [6:0] x,       
    input [5:0] y,      
    input [17:0] grid_data,
    input [15:0] color_hex,
    output reg [15:0] oled_data
    );
    parameter BOX0_X = 15, BOX0_Y = 9;
    parameter BOX1_X = 48, BOX1_Y = 9;
    parameter BOX2_X = 81, BOX2_Y = 9;
    parameter BOX3_X = 15, BOX3_Y = 31; 
    parameter BOX4_X = 48, BOX4_Y = 31;
    parameter BOX5_X = 81, BOX5_Y = 31;
    parameter BOX6_X = 15, BOX6_Y = 53;
    parameter BOX7_X = 48, BOX7_Y = 53;
    parameter BOX8_X = 81, BOX8_Y = 53;
    parameter X_THICKNESS = 2, X_HEIGHT = 6;   
    reg signed [15:0] signed_x;
    reg signed [15:0] signed_y;
    always @ (*) begin
        oled_data = 16'h0000;  
        if (grid_data[1:0] == 2'b01) begin
            signed_x = x - BOX0_X;
            signed_y = y - BOX0_Y; 
            if (signed_x <= X_HEIGHT && signed_x >= - X_HEIGHT &&
                signed_y <= X_HEIGHT && signed_y >= - X_HEIGHT &&
                (((signed_x - signed_y) <= X_THICKNESS && (signed_x - signed_y) >= - X_THICKNESS) ||
                ((signed_x + signed_y) <= X_THICKNESS && (signed_x + signed_y) >= - X_THICKNESS))) begin
                oled_data = color_hex;
            end           
        end
        if (grid_data[3:2] == 2'b01) begin
            signed_x = x - BOX1_X;
            signed_y = y - BOX1_Y;
            if (signed_x <= X_HEIGHT && signed_x >= - X_HEIGHT &&
                signed_y <= X_HEIGHT && signed_y >= - X_HEIGHT &&
                (((signed_x - signed_y) <= X_THICKNESS && (signed_x - signed_y) >= - X_THICKNESS) ||
                ((signed_x + signed_y) <= X_THICKNESS && (signed_x + signed_y) >= - X_THICKNESS))) begin
                oled_data = color_hex;
            end              
        end 
        if (grid_data[5:4] == 2'b01) begin
            signed_x = x - BOX2_X;
            signed_y = y - BOX2_Y;  
            if (signed_x <= X_HEIGHT && signed_x >= - X_HEIGHT &&
                signed_y <= X_HEIGHT && signed_y >= - X_HEIGHT &&
                (((signed_x - signed_y) <= X_THICKNESS && (signed_x - signed_y) >= - X_THICKNESS) ||
                ((signed_x + signed_y) <= X_THICKNESS && (signed_x + signed_y) >= - X_THICKNESS))) begin
                oled_data = color_hex;
            end
        end
        if (grid_data[7:6] == 2'b01) begin
            signed_x = x - BOX3_X;
            signed_y = y - BOX3_Y;   
            if (signed_x <= X_HEIGHT && signed_x >= - X_HEIGHT &&
                signed_y <= X_HEIGHT && signed_y >= - X_HEIGHT &&
                (((signed_x - signed_y) <= X_THICKNESS && (signed_x - signed_y) >= - X_THICKNESS) ||
                ((signed_x + signed_y) <= X_THICKNESS && (signed_x + signed_y) >= - X_THICKNESS))) begin
                oled_data = color_hex;
            end
        end
        if (grid_data[9:8] == 2'b01) begin
            signed_x = x - BOX4_X;
            signed_y = y - BOX4_Y;   
            if (signed_x <= X_HEIGHT && signed_x >= - X_HEIGHT &&
                signed_y <= X_HEIGHT && signed_y >= - X_HEIGHT &&
                (((signed_x - signed_y) <= X_THICKNESS && (signed_x - signed_y) >= - X_THICKNESS) ||
                ((signed_x + signed_y) <= X_THICKNESS && (signed_x + signed_y) >= - X_THICKNESS))) begin
                oled_data = color_hex;
            end        
        end 
        if (grid_data[11:10] == 2'b01) begin
            signed_x = x - BOX5_X;
            signed_y = y - BOX5_Y;
            if (signed_x <= X_HEIGHT && signed_x >= - X_HEIGHT &&
                signed_y <= X_HEIGHT && signed_y >= - X_HEIGHT &&
                (((signed_x - signed_y) <= X_THICKNESS && (signed_x - signed_y) >= - X_THICKNESS) ||
                ((signed_x + signed_y) <= X_THICKNESS && (signed_x + signed_y) >= - X_THICKNESS))) begin
                oled_data = color_hex;
            end           
        end 
        if (grid_data[13:12] == 2'b01) begin
            signed_x = x - BOX6_X;
            signed_y = y - BOX6_Y;
            if (signed_x <= X_HEIGHT && signed_x >= - X_HEIGHT &&
                signed_y <= X_HEIGHT && signed_y >= - X_HEIGHT &&
                (((signed_x - signed_y) <= X_THICKNESS && (signed_x - signed_y) >= - X_THICKNESS) ||
                ((signed_x + signed_y) <= X_THICKNESS && (signed_x + signed_y) >= - X_THICKNESS))) begin
                oled_data = color_hex;
            end            
        end 
        if (grid_data[15:14] == 2'b01) begin
            signed_x = x - BOX7_X;
            signed_y = y - BOX7_Y;
            if (signed_x <= X_HEIGHT && signed_x >= - X_HEIGHT &&
                signed_y <= X_HEIGHT && signed_y >= - X_HEIGHT &&
                (((signed_x - signed_y) <= X_THICKNESS && (signed_x - signed_y) >= - X_THICKNESS) ||
                ((signed_x + signed_y) <= X_THICKNESS && (signed_x + signed_y) >= - X_THICKNESS))) begin
                oled_data = color_hex;
            end           
        end                   
        if (grid_data[17:16] == 2'b01) begin
            signed_x = x - BOX8_X;
            signed_y = y - BOX8_Y;
            if (signed_x <= X_HEIGHT && signed_x >= - X_HEIGHT &&
                signed_y <= X_HEIGHT && signed_y >= - X_HEIGHT &&
                (((signed_x - signed_y) <= X_THICKNESS && (signed_x - signed_y) >= - X_THICKNESS) ||
                ((signed_x + signed_y) <= X_THICKNESS && (signed_x + signed_y) >= - X_THICKNESS))) begin
                oled_data = color_hex;
            end        
        end                         
    end
endmodule
`timescale 1ns / 1ps
module pixel_to_coordinates(
    input [15:0] pixel_index,
    output [6:0] x,  
    output [5:0] y  
);
    parameter OLED_WIDTH = 96;
    parameter OLED_HEIGHT = 64;
    assign x = pixel_index % OLED_WIDTH;
    assign y = pixel_index / OLED_WIDTH;
endmodule

===== run.sh =====
#!/bin/bash
# OpenROAD 26Q1-2900-gdf79404cd8, Yosys 0.63+post, stock flow scripts
make -C /OpenROAD-flow-scripts/flow DESIGN_CONFIG=/design/flow/config.mk WORK_HOME=/design/flow/orfs finish

==> metrics.cfg <==
[outcome]
status = finished, final reports clean

[critical_path]
crit_arrival_ps = 19130
worstPathRequired_ps = 21440
worstSetupStartpointType = input pin
cp_num_buf_inv = 8
critical-path-max-stage-delay_ps = 790
slowest_stage = clkdlybuf4s50_1
cp_top_family = AND-OR/OR-AND gates
crit_path_end_kind = primary output
critPathKind = input pin to primary output
crit_fanout = 22

[global_routing]
grtUsageTotal = 0.197
grt-ovfl-total = 0
grt_busiest_layer = met1
grt_pass1_vias = 22800
antenna_found_initial = 0
groute.layer.met3.usage = 0.0655
grt_max_degree = 34
use_met2 = 0.284
met1_usage = 0.285
grt_pass1_wl_microns = 132000

[route]
insertedDiodeCount = 0
via_count = 23500
drc = 0
post_drt_wl_per_cell_microns = 18.5
dr.first_iter.drc_count = 1555
first_pass_iters = 5
routed_via_density = 5.16
drtAntennaViolNets = 0
finalWirelength_microns = 84300

[clocking]
postCtsHoldBufs = 0
cts-resized-gates = 0
postCtsSetupRepairBufs = 0

[final_timing]
setup_viol = 0
rsz0062_at_grt = no
drv_slew = 0
fin_setup_tns_ps = 0
period_minus_slack_ps = 24490
max_slew_margin = 0.313
worst_pin_slew_ps = 1020
fmaxAchievable_mhz = 40.8
hold_viol = 0
finalCritPeriodShare = 0.914

[finish]
register_area_sq_um = 0
n_clock_buffer = 0
area_delta_synth_final_pct = 8.48
layout-drive-gt1-share = 0.0379
seq_cells = 0
final_cells = 4558

[run]
maxCapViolCount = 0
warnings = 138

[synth]
yosys_area_sq_um = 26200
syn_area_sq_um = 26200
yosysCellCount = 3343
avgSynthCellArea_sq_um = 7.85
synth_warnings = 5
ys_seq_frac = 0
postSynthCellCount = 3343
synth.distinct_cells = 98

[placement]
gp_congestion = 1.00
portBuffers = 47
placedCellCount = 4558
hpwl_microns = 71300

[floorplanning]
ios = 47
rows = 108
die_w_microns = 298
initCoreUtil = 0.303
core-area_sq_um = 86600
die_y_microns = 298
die-area_sq_um = 88600

[hold_path]
min_path_type = input pin to primary output

final cells by class:
| cell class | count | area [sq um] |
|---|---|---|
| fillers | 9032 | 58200 |
| inverters | 471 | 1770 |
| multi-input cells | 2811 | 24200 |
| well taps | 1155 | 1450 |
| repair buffers | 121 | 1030 |
tightest hold or removal path, cell delays in order:
cell	delay, ps
clkdlybuf4s50_1	610
nand3_1	100
o221ai_1	100
a311o_1	460
a21oi_1	70
clkdlybuf4s50_1	410
cell usage in the layout (no fill, tap or decap), drive strengths merged, types with 14 or more instances in the layout:
cell type / n
a2111oi: 20
a211oi: 20
a21o: 77
a21oi: 248
a221oi: 15
a31oi: 21
and3: 17
buf: 74
clkdlybuf4s50: 47
fa: 295
ha: 442
inv: 464
mux2i: 14
nand2: 203
nand2b: 54
nand3: 53
nand4: 41
nor2: 334
nor2b: 38
nor3: 103
nor4: 36
o2111ai: 14
o211ai: 21
o21a: 32
o21ai: 129
o21bai: 85
o311ai: 14
o31ai: 14
or4: 15
xnor2: 204
xor2: 56
routing by layer:
metal  routed length, microns  share of wire  vias up
met5                        0              0        -
li1                         -              -    11700
met2                    34900           0.41      784
met1                    37900           0.45    10900
met4                     3050          0.036        0
met3                     8550           0.10       96
metrics by stage:
stage | instance area [sq um] | hold WS, ps | setup slack, ps | utilization
floorplan | 26200 | 11120 | 5210 | -
CTS | 28500 | 12500 | 2630 | 0.328
detailed placement | 28500 | 12500 | 2730 | 0.328
global placement | 28500 | 12500 | 2670 | 0.328
global route | 28500 | 12560 | 1580 | 0.328
finish | 28500 | 12480 | 2310 | 0.328
cells by family after synthesis:
family | synth area share
and+or+nand+nor | 0.178
AOI/OAI and AO/OA | 0.212
adders and majority gates | 0.436
buffers and inverters | 0.0775
xor gates and xnor gates | 0.0882
muxes | 0.00749
final timing paths:
kind / endpoint / cells past startpoint / from
setup / recovery: oled_data[14] / 47 / pixel_index[12]
hold / removal: oled_data[2] / 6 / grid_data[14]
synthesized netlist by cell type (17+ instances only):
| library cell | n | share of area |
|---|---|---|
| nand2_1 | 203 | 0.029 |
| nand3_1 | 53 | 0.010 |
| nor3_1 | 101 | 0.019 |
| a2111oi_0 | 17 | 0.0057 |
| nor2_1 | 332 | 0.048 |
| o211ai_1 | 20 | 0.0057 |
| nand2b_1 | 54 | 0.013 |
| nor2b_1 | 38 | 0.0091 |
| inv_1 | 460 | 0.066 |
| o21ai_0 | 124 | 0.024 |
| o21bai_1 | 85 | 0.024 |
| xnor2_1 | 202 | 0.067 |
| nand4_1 | 41 | 0.0098 |
| o21a_1 | 31 | 0.0089 |
| clkbuf_1 | 49 | 0.0070 |
| nor4_1 | 36 | 0.0086 |
| a21o_1 | 77 | 0.022 |
| a211oi_1 | 19 | 0.0054 |
| and3_1 | 17 | 0.0041 |
| ha_1 | 442 | 0.21 |
| a31oi_1 | 21 | 0.0050 |
| fa_1 | 295 | 0.23 |
| xor2_1 | 56 | 0.019 |
| a21oi_1 | 248 | 0.047 |
